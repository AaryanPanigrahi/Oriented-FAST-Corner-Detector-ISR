<file path="/design/flow/design.v">
`timescale 1ns / 10ps
module flex_counter_dir #(
    parameter SIZE = 4
) (
    input  logic                 clk,
    input  logic                 n_rst,
    input  logic                 clear,
    input  logic                 count_enable,  
    input  logic [SIZE-1:0]      wrap_val,
    input  logic [1:0]           mode,           
    output logic [SIZE-1:0]      count_out,
    output logic                 rollover_flag,  
    output logic                 wrap_flag       
);
    typedef enum logic {DIR_UP, DIR_DOWN} dir_e;
    dir_e dir_ff, dir_next;
    logic [SIZE-1:0] count_out_next;
    logic rollover_flag_next, wrap_flag_next;
    always_ff @(posedge clk, negedge n_rst) begin
        if (!n_rst) begin
            count_out     <= '0;
            dir_ff        <= DIR_UP;
            rollover_flag <= 1'b0;
            wrap_flag     <= 1'b0;  
        end
        else begin
            count_out     <= count_out_next;
            dir_ff        <= dir_next;
            rollover_flag <= rollover_flag_next;
            wrap_flag     <= wrap_flag_next;
        end
    end
    always_comb begin
        count_out_next = count_out;
        dir_next       = dir_ff;
        if (clear) begin
            count_out_next = '0;
            dir_next       = DIR_UP;
        end else if (count_enable) begin
            unique case (mode)
                2'b00: begin 
                    if (count_out >= wrap_val)
                        count_out_next = {{(SIZE-1){1'b0}}, 1'b1};
                    else
                        count_out_next = count_out + 1;
                end
                2'b01: begin 
                    if (count_out <= {{(SIZE-1){1'b0}}, 1'b1})
                        count_out_next = wrap_val;
                    else
                        count_out_next = count_out - 1;
                end
                2'b10: begin 
                    unique case (dir_ff)
                        DIR_UP: begin
                            if (count_out >= wrap_val) begin
                                count_out_next = wrap_val - 1;
                                dir_next       = DIR_DOWN;
                            end else begin
                                count_out_next = count_out + 1;
                            end
                        end
                        DIR_DOWN: begin
                            if (count_out == '0) begin
                                count_out_next = 1;
                                dir_next       = DIR_UP;
                            end else begin
                                count_out_next = count_out - 1;
                            end
                        end
                    endcase
                end
                default: begin 
                    count_out_next = count_out;
                end
            endcase
        end
    end
    always_comb begin
        wrap_flag_next     = (count_out_next == wrap_val);
        rollover_flag_next = (count_out_next == '0);
    end
endmodule
`timescale 1ns / 10ps
module pixel_pos #(
    parameter SIZE = 4
) (
    input logic clk, n_rst,
    input logic update_pos, new_trans,
    input logic [SIZE - 1:0] max_x, max_y,
    output logic end_pos, next_dir,
    output logic [SIZE - 1:0] curr_x, curr_y
);
logic rollover_flag, rollover_flag_prev, rollover_flag_prev_exp;
logic wrap_flag, wrap_flag_prev, wrap_flag_prev_exp;
always_ff @(posedge clk, negedge n_rst) begin : UPDATE_PREV
    if (!n_rst) begin
        rollover_flag_prev  <= 0;
        wrap_flag_prev      <= 0;
    end
    else begin
        rollover_flag_prev   <= rollover_flag_prev_exp;
        wrap_flag_prev       <= wrap_flag_prev_exp;
    end
end
always_comb begin : UPDATE_PREV_EXP
    rollover_flag_prev_exp  = rollover_flag_prev;
    wrap_flag_prev_exp      = wrap_flag_prev;
    if (update_pos) begin
        rollover_flag_prev_exp  = rollover_flag;
        wrap_flag_prev_exp      = wrap_flag;
    end
end
logic new_trans_prev, new_trans_prev_exp;
always_ff @(posedge clk, negedge n_rst) begin : UPDATE_TRANS_PREV
    if (!n_rst) begin
        new_trans_prev  <= 0;
    end
    else begin
        new_trans_prev  <= new_trans_prev_exp;
    end
end
always_comb begin : UPDATE_TRANS_PREV_EXP
    new_trans_prev_exp  = new_trans_prev;
    if (update_pos) begin
        new_trans_prev_exp  = new_trans;
    end
end
logic new_trans_info;
assign new_trans_info = new_trans || new_trans_prev;
logic new_flag, old_flag;
always_comb begin : FLAG_INFO
    new_flag = wrap_flag || rollover_flag;
    old_flag = wrap_flag_prev || rollover_flag_prev;
end
logic y_update, x_update;
always_comb begin : MODULE_UPDATES
    y_update = update_pos && (new_flag && !old_flag) && !new_trans_info;
    x_update = update_pos && (new_trans_info || !(new_flag && !old_flag));
end
logic end_x, end_y;
always_comb begin : END_DATA
    end_x = (max_x - 1 == curr_x);
    end_y = (max_y - 1 == curr_y);
    end_pos = end_x && end_y;
end
always_comb begin : DIRECTION_INFO
    next_dir = y_update;
end
logic corr_clear;
assign corr_clear = new_trans || end_pos; 
localparam X_MODE = 2;       
localparam Y_MODE = 0;       
flex_counter_dir #(.SIZE(SIZE)) X_CORR 
                        (.clk(clk), .n_rst(n_rst),
                        .count_enable(x_update), .wrap_val(max_x - 1), .mode(X_MODE), .clear(corr_clear),
                        .count_out(curr_x), .wrap_flag(wrap_flag), .rollover_flag(rollover_flag));
flex_counter_dir #(.SIZE(SIZE)) Y_CORR 
                        (.clk(clk), .n_rst(n_rst),
                        .count_enable(y_update), .wrap_val(max_y - 1), .mode(Y_MODE), .clear(corr_clear),
                        .count_out(curr_y), .wrap_flag(), .rollover_flag());
endmodule
</file>
<file path="/design/flow/constraint.sdc">
current_design pixel_pos

set clk_period 3.0
set clk_io_pct 0.2

create_clock -name clk0 -period $clk_period [get_ports {clk}]

set non_clock_inputs [all_inputs -no_clocks]
set_input_delay [expr $clk_period * $clk_io_pct] -clock clk0 $non_clock_inputs
set_output_delay [expr $clk_period * $clk_io_pct] -clock clk0 [all_outputs]
</file>
<file path="/design/flow/run.sh">
#!/bin/bash
# OpenROAD 26Q1-2900-gdf79404cd8, Yosys 0.63+post, stock flow scripts
make -C /OpenROAD-flow-scripts/flow DESIGN_CONFIG=/design/flow/config.mk WORK_HOME=/design/flow/orfs finish
</file>
<file path="/design/flow/config.mk">
export PLATFORM = sky130hd
export DESIGN_NAME = pixel_pos
export DESIGN_NICKNAME = pixel_pos
export VERILOG_FILES = /design/flow/design.v
export SDC_FILE = /design/flow/constraint.sdc
export NUM_CORES = 4
export LEC_CHECK = 1
export CORE_AREA = 10 10 113 113
export DIE_AREA = 0 0 123 123
</file>
==> impl_metrics.tcl <==
# place-and-route summary
set metrics [dict create \
    rr_worst_depth 11 \
    hold_path_end "new_trans_prev" \
    cts_tree "done" \
    dp_slack_ns -0.4259 \
    worstMarginPinSlew_ns 0.6132 \
    r2r-start "X_CORR.count_out[0]" \
    status "finished clean" \
    synth_warnings 6 \
    clk_latency_ns 0.25 \
    synth_area_um2 1301 \
    grt_max_degree 15 \
    ir_drop_mv 0.2038 \
    warnings 28 \
    final-hold-violation-count 0 \
    post-route-min-period_ns 2.816 \
    first_global_vias 1215 \
    syn_inst 143 \
    vias 1226 \
    synth-edff-count 0 \
    nFillCells 1121 \
    yosysTopAreaCellShare_pct 26.92 \
    syn_avg_cell_area_um2 9.100 \
    grt-ovfl-total 0 \
    ys_dominant_reg_cell "dfrtp_1" \
    maxCapViolCount 0 \
    ant_nets 0 \
    syn_to_final_growth_pct 50.38 \
    drtIter0Drc 34 \
    skew_ns 0.007448 \
    drtPass1Iterations 4 \
    dieArea_um2 15130 \
    synth_chip_area_um2 1301 \
    portBuffers 21 \
    layoutNonFillerInstCount 328 \
    fp.dieW_um 123 \
    yosysTopAreaCell "dfrtp_1" \
    p_leak_nw 0.8760 \
    core_region_area_um2 10320 \
    p_per_area_nw_per_um2 471.8 \
    yosysMostFrequentCell "ha_1" \
    cts_root_buf "clkbuf_8" \
    row_count 37 \
    worst-path-max-fanout 3 \
    drc_errors 0 \
    ys_cells 143 \
    grt_pass1_wl_um 5961 \
    fp_util_pct 12.60 \
    die_h_um 123 \
    avgViaCountPerCell 3.738 \
    cp-startpoint "max_x[2]" \
    grt_setup_unrepaired "no" \
    hold_buffers 0 \
    htree_levels 1 \
    area_leaders "dfrtp_1 (27%), ha_1 (15%), xnor2_1 (4.7%)" \
    top_cells_by_count "ha_1 (16), dfrtp_1 (14), inv_1 (13), nor2_1 (13)" \
    wl_per_cell_um 10.76 \
    start_kind "input port" \
    critical_path_required_ns 2.40 \
    holdCritStartpoint "new_trans_prev" \
    antenna_found_initial 0 \
    fin_tns_setup_ns 0 \
    fin_crit_sh_pct 93.87 \
    endpoint_kind "output port" \
    hold_depth 1 \
    num_io_pins 22 \
    worst_slack_ns 0.1838 \
    worstPathArrival_ns 2.22 \
    async_reset_ff_share_pct 100.0 \
    grt_usage_pct 4.780 \
    setup_viol 0 \
    crit_type "input port to output port" \
    maxSlewHeadroom_pct 58.99 \
    clock_path_buffers 2 \
    max_freq_mhz 355.1 \
    antennaDiodeCount 0 \
    ys_seq_share_pct 26.92 \
    dp.cells 324 \
    cts_made_buffers 3 \
    r2r_slack_ns 0.61 \
    wirelength_um 3530 \
    r2r_end "X_CORR.wrap_flag" \
    layout-drive-gt1-share_pct 28.13 \
    fin_hold_ws_ns 0.5164 \
    ys_ff 14 \
    numClockSinks 14 \
    clk_pin_slew_ns 0.06 \
    worst_hold_path_type "flip-flop to flip-flop" \
    synth_cell_types 45 \
    final-comb-area_um2 915.9 \
    dp_hpwl_um 2898 \
    power_w 0.0009232 \
    seq_area_um2 350.3 \
    gp_congestion 0.8600 \
    drv_slew 0 \
]
[logic make-up (layout without fill, tap and decap cells)]
family                   after synthesis  count (layout)  share of synthesized area (%)
buffers and inverters                 16              65                          4.808
XOR/XNOR                              11              11                          7.404
AND/OR/NAND/NOR                       43              43                          18.65
adder cells (fa/ha/maj)               16              16                          15.38
AND-OR/OR-AND                         40              40                          24.23
multiplexers                           3               3                          2.596
flip-flops                            14              14                          26.92
[final cells by class]
type | count | area share, %
Timing Repair Buffer | 48 | 21.29
Multi-Input combinational cell | 113 | 46.80
Clock buffer | 4 | 2.813
Sequential cell | 14 | 17.90
Tap cell | 136 | 8.696
Inverter | 13 | 2.494
[critical path, stage by stage]
cell,delay [ns]
dlygate4sd2_1,0.23
inv_2,0.06
ha_1,0.16
a21boi_2,0.15
xnor2_1,0.14
ha_1,0.31
nand4_1,0.10
nor2_1,0.13
and2_4,0.16
clkdlybuf4s15_1,0.18
[what timing repair did]
| item | in CTS | in global routing |
|---|---|---|
| buffers inserted | 0 | 0 |
| resized | 9 | 8 |
| endpoints found under the setup margin | 4 | 5 |
| pin swaps | 5 | 3 |
[cells in the final DEF, fill, tap and decap left out, types with 2 or more instances in the layout]
| master | netlist | final |
|---|---|---|
| buf_4 | 0 | 27 |
| ha_1 | 16 | 15 |
| dfrtp_1 | 14 | 14 |
| clkdlybuf4s50_1 | 0 | 14 |
| nor2_1 | 13 | 13 |
| inv_1 | 13 | 10 |
| o21ai_0 | 7 | 7 |
| xnor2_1 | 7 | 6 |
| a21oi_1 | 6 | 6 |
| nand2_1 | 5 | 5 |
| nand3_1 | 5 | 5 |
| xor2_1 | 4 | 4 |
| clkbuf_8 | 0 | 4 |
| inv_2 | 0 | 3 |
| a211oi_1 | 3 | 3 |
| nor3_1 | 4 | 3 |
| mux2_2 | 3 | 3 |
| o21ai_1 | 4 | 3 |
| dlygate4sd2_1 | 0 | 3 |
| dlymetal6s2s_1 | 0 | 3 |
| nand4_1 | 2 | 2 |
| o21ai_2 | 1 | 2 |
| o41ai_1 | 2 | 2 |
| nor4_2 | 2 | 2 |
| nand2b_1 | 2 | 2 |
| a21o_1 | 2 | 2 |
[metal layers]
metal | global-route usage [%] | routed length (µm)
met1 | 5.974 | 1504
met2 | 7.999 | 1576
met3 | 1.804 | 402
met4 | 0.4367 | 46
met5 | 0 | 0
[sequential cells by signal, indices dropped and copies added (netlist names)]
register / cells
X_CORR.dir_ff: 1
Y_CORR.count_out: 4
rollover_flag_prev: 1
X_CORR.wrap_flag: 1
X_CORR.count_out: 4
wrap_flag_prev: 1
X_CORR.rollover_flag: 1
new_trans_prev: 1
[power breakdown]
group          leakage [nW]  switching [W]  total [W]  internal (W)
Clock                0.0288      0.0000663   0.000182      0.000116
Combinational         0.662       0.000227   0.000471      0.000244
Sequential            0.185      0.0000454   0.000270      0.000225
Total                 0.876       0.000338   0.000923      0.000585
[stage by stage]
step                      utilization [%]  area (µm²)
after floorplan                         -        1301
after global placement              18.12        1871
after detailed placement            18.12        1871
after CTS                           18.68        1928
after global routing                18.96        1957
final                               18.96        1957
[worst max path at each step]
stage,to,slack (ns)
CTS,next_dir,0.04
global route,X_CORR.wrap_flag,0.02
finish,end_pos,0.18
Power and IR drop assume default switching activity.
